$ cat design/flow/design.v
`timescale 1ns / 1ps
module mfe_lcd1602_controller(
    clk,
    rst,
    cmd,
    dat,
    vld,
    lwt,
    ready,
    lcd_rs,
    lcd_rw,
    lcd_en,
    lcd_data
);
parameter T_AS_MAX          = 6;          
parameter T_PW_MAX          = 24;         
parameter T_LW_MAX          = 180000;     
parameter T_SW_MAX          = 5000;       
parameter T_WIDTH           = 18;         
parameter SHORT_WAIT_ENABLE = 1;          
localparam S_IDLE = 2'b00;                
localparam S_INST = 2'b01;                
localparam S_ENAB = 2'b10;                
localparam S_WAIT = 2'b11;                
input          clk;
input          rst;
input          cmd;
input  [7 : 0] dat;
input          vld;
input          lwt;
output         ready;
output         lcd_rs;
output         lcd_rw;
output         lcd_en;
output [7 : 0] lcd_data;
reg [1 : 0] cur_state;
reg [1 : 0] nxt_state;
reg [7 : 0] dat_reg;
reg         cmd_reg;
reg         enb_reg;
reg         lwt_reg;
reg [T_WIDTH - 1 : 0] cnt;
wire                  cnt_enb;
wire                  cnt_max_vld;
always @(posedge clk) begin
    if (rst) begin
        dat_reg <= 8'b0;
        cmd_reg <= 1'b0;
        lwt_reg <= 1'b0;
    end
    if (vld) begin
        dat_reg <= dat;
        cmd_reg <= ~cmd;
        lwt_reg <= lwt;
    end
end
assign lcd_rs   = cmd_reg;
assign lcd_data = dat_reg;
assign lcd_rw   = 1'b0;
assign lcd_en   = enb_reg;
assign ready    = cur_state == S_IDLE;
always @(posedge clk) begin
    if (rst) begin
        cur_state <= S_IDLE;
    end
    else begin
        cur_state <= nxt_state;
    end
end
always @(*) begin
    if (rst) begin
        nxt_state = S_IDLE;
    end
    else begin
        case (cur_state)
            S_IDLE: begin
                nxt_state = vld ? S_INST : S_IDLE;
            end
            S_INST: begin
                nxt_state = cnt_max_vld ? S_ENAB : S_INST;
            end
            S_ENAB: begin
                nxt_state = cnt_max_vld ? S_WAIT : S_ENAB;
            end
            S_WAIT: begin
                nxt_state = cnt_max_vld ? S_IDLE : S_WAIT;
            end
            default: begin
                nxt_state = S_IDLE;
            end
        endcase
    end
end
always @(posedge clk) begin
    if (rst) begin
        enb_reg <= 1'b0;
    end
    else begin
        enb_reg <= cur_state == S_ENAB;
    end
end
generate;
    if (SHORT_WAIT_ENABLE) begin
        assign cnt_max_vld = (cur_state == S_INST) ? cnt == T_AS_MAX :
                     (cur_state == S_ENAB) ? cnt == T_PW_MAX :
                     (cur_state == S_WAIT) ? lwt_reg ? cnt == T_LW_MAX : cnt == T_SW_MAX : 1'b0;
    end
    else begin
        assign cnt_max_vld = (cur_state == S_INST) ? cnt == T_AS_MAX :
                     (cur_state == S_ENAB) ? cnt == T_PW_MAX :
                     (cur_state == S_WAIT) ? cnt == T_LW_MAX : 1'b0;
    end
endgenerate
assign cnt_enb = cur_state != S_IDLE;
always @(posedge clk) begin
    if (rst) begin
        cnt <= {T_WIDTH{1'b0}};
    end
    else if (cnt_enb) begin
        cnt <= (cnt_max_vld) ? {T_WIDTH{1'b0}} : cnt + 1'b1;
    end
end
endmodule
`timescale 1ns / 1ps
module mfe_lcd1602_controller_wrapper(
    clk,
    rst,
    clear,
    home,
    cenb,
    disp,
    dat,
    cmd,
    vld,
    shift,
    ready,
    lcd_rs,
    lcd_rw,
    lcd_en,
    lcd_data
    );
parameter T_AS_MAX          = 6;          
parameter T_PW_MAX          = 24;         
parameter T_LW_MAX          = 200000;     
parameter T_SW_MAX          = 5000;       
parameter T_WIDTH           = 18;         
parameter SHORT_WAIT_ENABLE = 0;          
parameter CURSOR_ON         = 0;
parameter SHIFT_CNT_MAX     = 25'd31249999;
parameter SHIFT_CNT_WIDTH   = 25;
parameter FSM_WIDTH         = 3;
localparam S_IDLE           = 'd0;       
localparam S_INIT           = 'd1;       
localparam S_LCMD           = 'd2;       
localparam S_SCMD           = 'd3;       
localparam S_SHIF           = 'd4;       
localparam S_DATA           = 'd5;       
input           clk;
input           rst;
input           clear;
input           home;
input           cenb;
input           disp;
input  [7 : 0]  dat;
input           cmd;
input           vld;
input  [1 : 0]  shift;
output          ready;
output          lcd_rs;
output          lcd_rw;
output          lcd_en;
output [7 : 0]  lcd_data;
reg [FSM_WIDTH - 1 : 0] cur_state;
reg [FSM_WIDTH - 1 : 0] nxt_state;
reg [            4 : 0] func_reg;
reg [            7 : 0] data_reg;
reg         lcdctrl_cmd;
reg [7 : 0] lcdctrl_dat;
reg         lcdctrl_vld;
reg         lcdctrl_lwt;
reg         lcdctrl_ready_cache;
wire        lcdctrl_ready;
wire        lcdctrl_accept;
wire        lcdctrl_done;
reg         init_reg;
reg [2 : 0] init_cnt;
wire        init_cnt_max_vld;
wire        lcmd_cnt_max_vld;
reg [SHIFT_CNT_WIDTH - 1 : 0] shift_cnt;
wire                          shift_vld;
wire                          disp_vld;
assign lcdctrl_accept = lcdctrl_ready & lcdctrl_vld;
assign lcdctrl_done   = ~lcdctrl_ready_cache & lcdctrl_ready;
always @(posedge clk) begin
    func_reg <= {cmd, disp, cenb, home, clear};
    data_reg <= dat;
    lcdctrl_ready_cache <= lcdctrl_ready;
end
assign disp_vld = disp ^ func_reg[3];
always @(posedge clk) begin
    if (rst) begin
        cur_state <= S_INIT;
    end
    else begin
        cur_state <= nxt_state;
    end
end
always @(*) begin
    case (cur_state)
        S_IDLE: begin
            lcdctrl_cmd = 1'b0;
            lcdctrl_dat = 8'b0;
            lcdctrl_vld = 1'b0;
            lcdctrl_lwt = 1'b0;
            if (!init_reg) begin
                nxt_state = lcdctrl_ready ? S_INIT : S_IDLE;
            end
            else begin
                nxt_state = (clear | home) ? S_LCMD :
                            (disp_vld | cenb | cmd) ? S_SCMD :
                            (|shift)       ? S_SHIF :
                            (vld)          ? S_DATA : S_IDLE;
            end
        end
        S_INIT: begin    
            lcdctrl_cmd = 1'b1;
            lcdctrl_vld = 1'b1;
            lcdctrl_lwt = 1'b1;
            case (init_cnt)
                3'd0: lcdctrl_dat = 8'h38;   
                3'd1: lcdctrl_dat = 8'h0C;   
                3'd2: lcdctrl_dat = 8'h01;   
                3'd3: lcdctrl_dat = 8'h06;   
                3'd4: lcdctrl_dat = 8'h80;   
                default: begin
                    lcdctrl_dat = 8'h80;
                    lcdctrl_vld = 1'b0;
                end
            endcase
            nxt_state = (init_cnt_max_vld & lcdctrl_done) ? S_IDLE : S_INIT;
        end
        S_LCMD: begin
            lcdctrl_cmd = 1'b1;
            lcdctrl_vld = 1'b1;
            lcdctrl_lwt = 1'b1;
            lcdctrl_dat = {6'b0, func_reg[1:0]};     
            nxt_state = lcdctrl_done ? S_IDLE : S_LCMD;
        end
        S_SCMD: begin
            lcdctrl_cmd = 1'b1;
            lcdctrl_vld = lcdctrl_ready & ~lcdctrl_done;
            lcdctrl_lwt = 1'b0;
            if (func_reg[4]) begin
                lcdctrl_dat = {1'b1, data_reg[6:0]};     
            end
            else begin
                lcdctrl_dat = {5'b1, func_reg[3:2], 1'b0};
            end
            nxt_state = lcdctrl_done ? S_IDLE : S_SCMD;
        end
        S_DATA: begin
            lcdctrl_cmd = 1'b0;
            lcdctrl_vld = lcdctrl_ready & ~lcdctrl_done;
            lcdctrl_lwt = 1'b0;
            lcdctrl_dat = data_reg;
            nxt_state = lcdctrl_done ? S_IDLE : S_DATA;
        end
        S_SHIF: begin
            lcdctrl_cmd = 1'b1;
            lcdctrl_vld = shift_vld;
            lcdctrl_lwt = 1'b0;
            lcdctrl_dat = {4'b0001, shift, 2'b00};
            nxt_state = (~|shift & lcdctrl_done) ? S_IDLE : S_SHIF;
        end
        default: begin
            nxt_state = S_IDLE;
            lcdctrl_cmd = 1'b0;
            lcdctrl_dat = 8'b0;
            lcdctrl_vld = 1'b0;
            lcdctrl_lwt = 1'b0;
        end
    endcase
end
assign ready = (cur_state == S_IDLE) & init_reg;
localparam INIT_CNT_MAX = 3'd5;
always @(posedge clk) begin
    if (rst) begin
        init_reg <= 1'b0;
    end
    else if (init_cnt_max_vld) begin
        init_reg <= 1'b1;
    end
end
assign init_cnt_max_vld = init_cnt == INIT_CNT_MAX;
always @(posedge clk) begin
    if (rst) begin
        init_cnt <= 3'b0;
    end
    else if (cur_state == S_INIT) begin
        init_cnt <= (lcdctrl_accept) ? init_cnt + 1'b1 : init_cnt;
    end
    else begin
        init_cnt <= 3'b0;
    end
end
assign shift_vld = shift_cnt == 25'b0;
always @(posedge clk) begin
    if (rst)begin
        shift_cnt <= 25'b0;
    end
    else if (cur_state == S_SHIF) begin
        shift_cnt <= (shift_vld) ? SHIFT_CNT_MAX : shift_cnt - 1'b1;
    end
end
mfe_lcd1602_controller 
    #(
    .T_AS_MAX           (T_AS_MAX),
    .T_PW_MAX           (T_PW_MAX),
    .T_LW_MAX           (T_LW_MAX),
    .T_SW_MAX           (T_SW_MAX),
    .T_WIDTH            (T_WIDTH),
    .SHORT_WAIT_ENABLE  (SHORT_WAIT_ENABLE)
    )
lcd_ctrl_i (
    .clk                (clk),
    .rst                (rst),
    .cmd                (lcdctrl_cmd),
    .dat                (lcdctrl_dat),
    .vld                (lcdctrl_vld),
    .lwt                (lcdctrl_lwt),
    .ready              (lcdctrl_ready),
    .lcd_rs             (lcd_rs),
    .lcd_rw             (lcd_rw),
    .lcd_en             (lcd_en),
    .lcd_data           (lcd_data)
);
endmodule
`timescale 1ns / 1ps
module mfe_lcd1602_demo_1(
    clk,
    rst,
    clear,
    home,
    disp,
    cenb,
    shift,
    lcd_rs,
    lcd_rw,
    lcd_en,
    lcd_data
    );
localparam A = 8'h41, B = 8'h42, C = 8'h43, D = 8'h44, E = 8'h45, F = 8'h46,
           G = 8'h47, H = 8'h48, I = 8'h49, J = 8'h4a, K = 8'h4b, L = 8'h4c,
           M = 8'h4d, N = 8'h4e, O = 8'h4f, P = 8'h50, Q = 8'h51, R = 8'h52,
           S = 8'h53, T = 8'h54, U = 8'h55, V = 8'h56, W = 8'h57, X = 8'h58,
           Y = 8'h59, Z = 8'h5a, SPACE = 8'h20;
localparam a = 8'h61, b = 8'h62, c = 8'h63, d = 8'h64, e = 8'h65, f = 8'h66,
           g = 8'h67, h = 8'h68, i = 8'h69, j = 8'h6a, k = 8'h6b, l = 8'h6c,
           m = 8'h6d, n = 8'h6e, o = 8'h6f, p = 8'h70, q = 8'h71, r = 8'h72,
           s = 8'h73, t = 8'h74, u = 8'h75, v = 8'h76, w = 8'h77, x = 8'h78,
           y = 8'h79, z = 8'h7a;
localparam NUM0 = 8'h30;
input           clk;
input           rst;
input           clear;
input           home;
input           disp;
input           cenb;
input  [1 : 0]  shift;
output          lcd_rs;
output          lcd_rw;
output          lcd_en;
output [7 : 0]  lcd_data;
wire cmd;
wire ready;
reg cenb_pp;
reg [7 : 0] dat;
reg         vld;
always @(posedge clk) begin
    cenb_pp <= cenb;
end
assign cmd = (dat == 8'hC0) & vld;
localparam CHAR_CNT_MAX = 5'd31;
reg [4 : 0] char_cnt;
always @(posedge clk) begin
    if (rst) begin
        char_cnt <= 5'b0;
    end
    else if (char_cnt < CHAR_CNT_MAX) begin
        char_cnt <= (ready) ? char_cnt + 1'b1 : char_cnt;
    end
end
always @(*) begin
    case (char_cnt)
        5'd0: dat = M;
        5'd1: dat = a;
        5'd2: dat = k;
        5'd3: dat = e;
        5'd4: dat = SPACE;
        5'd5: dat = F;
        5'd6: dat = P;
        5'd7: dat = G;
        5'd8: dat = A;
        5'd9: dat = SPACE;
        5'd10: dat = e;
        5'd11: dat = a;
        5'd12: dat = s;
        5'd13: dat = i;
        5'd14: dat = e;
        5'd15: dat = r;
        5'd16: dat = 8'hC0;  
        5'd17: dat = L;
        5'd18: dat = C;
        5'd19: dat = D;
        5'd20: dat = NUM0 + 1;
        5'd21: dat = NUM0 + 6;
        5'd22: dat = NUM0 + 0;
        5'd23: dat = NUM0 + 2;
        5'd24: dat = SPACE;
        5'd25: dat = D;
        5'd26: dat = e;
        5'd27: dat = m;
        5'd28: dat = o;
        5'd29: dat = SPACE;
        5'd30: dat = NUM0 + 1;
        5'd31: dat = SPACE;
        default: begin
            dat = SPACE;
        end
    endcase
    vld = ready & char_cnt < CHAR_CNT_MAX;
end
mfe_lcd1602_controller_wrapper lcd_ctrl (
    .clk            (clk),
    .rst            (rst),
    .clear          (clear),
    .home           (home),
    .cenb           (cenb_pp),
    .disp           (disp),
    .dat            (dat),
    .cmd            (cmd),
    .vld            (vld),
    .shift          (shift),
    .ready          (ready),
    .lcd_rs         (lcd_rs),
    .lcd_rw         (lcd_rw),
    .lcd_en         (lcd_en),
    .lcd_data       (lcd_data)
    );
endmodule
$ cat design/flow/run.sh
#!/bin/bash
# OpenROAD 26Q1-2900-gdf79404cd8, Yosys 0.63+post, stock flow scripts
make -C /OpenROAD-flow-scripts/flow DESIGN_CONFIG=/design/flow/config.mk WORK_HOME=/design/flow/orfs finish
$ cat design/flow/config.mk
export PLATFORM = sky130hd
export DESIGN_NAME = mfe_lcd1602_demo_1
export DESIGN_NICKNAME = mfe_lcd1602_demo_1
export VERILOG_FILES = /design/flow/design.v
export SDC_FILE = /design/flow/constraint.sdc
export NUM_CORES = 4
export LEC_CHECK = 1
export CORE_UTILIZATION = 50
$ cat design/flow/constraint.sdc
current_design mfe_lcd1602_demo_1

set clk_period 5.2
set clk_io_pct 0.2

create_clock -name clk0 -period $clk_period [get_ports {clk}]

set non_clock_inputs [all_inputs -no_clocks]
set_input_delay [expr $clk_period * $clk_io_pct] -clock clk0 $non_clock_inputs
set_output_delay [expr $clk_period * $clk_io_pct] -clock clk0 [all_outputs]
==> flow_metrics.py <==
# Generated from Yosys and OpenROAD reports
metrics = {
    "die": {
        "rows": 33,
        "chipWidth_um": 95.5,
        "die_y_um": 95.5,
        "floorplan.core_util": 0.524,
        "coreArea_um2": 8340,
        "dieArea_um2": 9130,
        "io_pins": 19,
    },
    "finish": {
        "reg_top3": "lcd_ctrl.shift_cnt x25, lcd_ctrl.lcd_ctrl_i.cnt x18",
        "final_util": 0.576,
        "layout-drive-gt1-share": 0.0640,
        "largest_reg_flops": 25,
        "largest-register": "lcd_ctrl.shift_cnt",
        "syn2layout_area_growth_pct": 9.75,
    },
    "detailed_routing": {
        "drt_iter0_drc": 111,
        "postRouteAntennaNets": 0,
        "dr.pass1.iters": 4,
        "wl_um": 8930,
        "antenna_cells": 0,
        "route.detailed.drc": 0,
        "viasPerCell": 5.60,
        "via_count": 3390,
        "wl_per_cell_um": 14.8,
    },
    "grt": {
        "overflow": 0,
        "grt_max_degree": 36,
        "grt_pass1_wl_um": 15000,
        "grt_usage": 0.213,
        "antenna_found_initial": 0,
        "grt_pass1_vias": 3169,
    },
    "logic_synthesis": {
        "adder_share": 0.0515,
        "synth_seq_share": 0.446,
        "compound_area_frac": 0.129,
        "mux_share": 0.0146,
        "ys.flop_type": "dfxtp_1",
        "synthXorXnorAreaFrac": 0.0801,
        "async_flop_share": 0,
        "topCombFamilyByArea": "simple AND/OR/NAND/NOR gates",
        "syn-mean-instance-area_um2": 9.08,
        "yosys_warnings": 3,
        "ys_cells": 482,
        "ys_sh_simple": 0.245,
        "edf_count": 9,
        "synth_area_um2": 4370,
        "yosys_register_bits": 93,
        "ys_types": 62,
        "ys_chip_area_um2": 4370,
        "synth_cells": 482,
    },
    "clocking": {
        "cts_root_buf": "clkbuf_8",
        "clock_latency_ns": 0.36,
        "hold_buffers": 0,
        "clk_pin_slew_worst_paths_ns": 0.08,
        "cts_setup_buffers": 0,
        "htreeDepth": 3,
        "cts_buffer_depth": 2,
        "cts_buffers": 9,
        "cts_resized": 0,
        "cts_tree": "yes",
        "cts_num_sinks": 93,
    },
    "setup_path": {
        "critPathBufInv": 3,
        "worstSetupStartpointType": "primary input",
        "cp_data_required_time_ns": 5.44,
        "crit_cells": 9,
        "worst-setup-path-type": "in2reg",
        "crit_path_top_delay_cell": "nor3_1",
        "crit_family": "simple AND/OR/NAND/NOR gates",
        "path_max_fanout": 35,
        "ff2ff_path_depth": 8,
        "cp-end-kind": "flip-flop",
        "arrival_ns": 3.50,
        "path_cells": "clkdlybuf4s50_1, buf_4, nor3_1, ha_1, inv_1, o311ai_0, o21ai_0, o22ai_1, o2bb2ai_1",
        "critPathMaxStageDelay_ns": 0.74,
    },
    "place": {
        "hpwl_um": 6210,
        "port_buffers": 17,
        "finalWeightedCongestion": 0.848,
    },
    "timing": {
        "worst_hold_slack_ns": 0.351,
        "rsz0062_at_grt": "false",
        "fin_tns_setup_ns": 0,
        "relSlewSlack": 0.434,
        "post-route-period-util": 0.627,
        "fmax_ghz": 0.307,
        "min_period_ns": 3.26,
        "setup_violations": 0,
        "tightest_slew_ns": 0.842,
        "finClkSkew_ns": 0.0126,
        "drv_slew": 0,
        "finalHoldViolCount": 0,
    },
    "power_and_ir_drop": {
        "p_per_area_nw_per_um2": 350,
        "p_leak_nw": 1.74,
        "power.total_w": 0.00168,
        "peakVddDrop_v": 0.000159,
    },
    "hold_path": {
        "holdCritPathClass": "reg2reg",
        "whs_path_depth": 0,
    },
    "run_status": {
        "outcome": "completed",
    },
    "flow_run": {
        "tool_warnings": 37,
        "drv_cap": 0,
    },
}
## cells by family after synthesis
logic type,count (synthesis)
other,1
XOR/XNOR,40
buffers and inverters,35
AND/OR/NAND/NOR,205
adder cells (fa/ha/maj),18
flip-flops,93
AND-OR/OR-AND,84
multiplexers,6
## power by group
group          internal [W]  switching [W]
Clock              0.000219       0.000245
Combinational      0.000168       0.000201
Sequential         0.000801      0.0000449
## path summary, 6_finish.rpt
kind | startpoint | to | slack, ns
setup / recovery | rst | dat[0]$_DFF_P_ | 1.94
hold / removal | cenb_pp$_DFF_P_ | lcd_ctrl.func_reg[2]$_DFF_P_ | 0.35
setup reg to reg | lcd_ctrl.init_cnt[1]$_SDFFE_PP0P_ | lcd_ctrl.lcd_ctrl_i.dat_reg[7]$_SDFFCE_PN0P_ | 2.26
hold reg to reg | cenb_pp$_DFF_P_ | lcd_ctrl.func_reg[2]$_DFF_P_ | 0.35
## worst reg2reg max path, cell delays in order, from the launching register on
cell	delay [ns]
dfxtp_1	0.40
inv_1	0.10
ha_1	0.25
nor2_1	0.13
nor2_1	0.05
o31ai_1	0.45
nand2_1	0.10
a21oi_1	0.66
nand2_1	0.46
## stage by stage
stage / cell area, um^2 / worst slack [ns] / instances
detailed placement: 4620 / 1.50 / 590
finish: 4800 / 1.94 / 605
floorplan: 4370 / 2.45 / 482
CTS: 4800 / 1.90 / 605
global route: 4800 / 1.70 / 605
global placement: 4620 / 1.57 / 590
## routing by layer
metal,global-route usage,routed length (um),up-vias
met5,0,0,-
met4,0.0286,123,0
met1,0.337,4560,1576
met3,0.0381,351,11
li1,-,-,1745
met2,0.325,3890,58
## synthesized netlist by cell type, types with 12 or more instances
master | number | area share
inv_1 | 17 | 0.015
nor3_1 | 18 | 0.021
ha_1 | 18 | 0.051
a21oi_1 | 29 | 0.033
nand3_1 | 13 | 0.015
nand2_1 | 36 | 0.031
nor2_1 | 71 | 0.061
xor2_1 | 20 | 0.040
clkbuf_1 | 13 | 0.011
dfxtp_1 | 84 | 0.38
xnor2_1 | 20 | 0.040
nor4_1 | 12 | 0.017
## cell type report
class | count | area, um^2
fillers | 764 | 3540
inverters | 19 | 71.3
clock inverters | 4 | 50.0
clock buffers | 11 | 131
multi-input cells | 354 | 2280
repair buffers | 19 | 185
flip-flops and latches | 93 | 1950
well taps | 105 | 131
## cell usage in the layout (no fill, tap or decap), types with 5 or more instances in the layout
cell type,count
dfxtp_1,84
nor2_1,71
nand2_1,36
a21oi_1,29
xnor2_1,20
xor2_1,20
nor3_1,18
ha_1,18
inv_1,17
clkdlybuf4s50_1,17
nand3_1,13
nor4_1,12
o21ai_0,10
clkbuf_8,9
edfxtp_1,9
or3_1,8
nand4_1,6
and2_1,6
nor2b_1,5
a31oi_1,5
o22ai_1,5
Power figures rest on the tool's default switching activity, not on a simulated workload.
