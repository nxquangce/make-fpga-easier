--- config.mk ---
export PLATFORM = sky130hd
export DESIGN_NAME = mfe_lcd1602_demo_0
export DESIGN_NICKNAME = mfe_lcd1602_demo_0
export VERILOG_FILES = /design/flow/design.v
export SDC_FILE = /design/flow/constraint.sdc
export NUM_CORES = 4
export LEC_CHECK = 1
export CORE_UTILIZATION = 30
--- constraint.sdc ---
current_design mfe_lcd1602_demo_0

set clk_period 4.4
set clk_io_pct 0.2

create_clock -name clk0 -period $clk_period [get_ports {clk}]

set non_clock_inputs [all_inputs -no_clocks]
set_input_delay [expr $clk_period * $clk_io_pct] -clock clk0 $non_clock_inputs
set_output_delay [expr $clk_period * $clk_io_pct] -clock clk0 [all_outputs]
--- design.v ---
`timescale 1ns / 1ps
module mfe_lcd1602_controller(
    clk,
    rst,
    cmd,
    dat,
    vld,
    lwt,
    ready,
    lcd_rs,
    lcd_rw,
    lcd_en,
    lcd_data
);
parameter T_AS_MAX          = 6;          
parameter T_PW_MAX          = 24;         
parameter T_LW_MAX          = 180000;     
parameter T_SW_MAX          = 5000;       
parameter T_WIDTH           = 18;         
parameter SHORT_WAIT_ENABLE = 1;          
localparam S_IDLE = 2'b00;                
localparam S_INST = 2'b01;                
localparam S_ENAB = 2'b10;                
localparam S_WAIT = 2'b11;                
input          clk;
input          rst;
input          cmd;
input  [7 : 0] dat;
input          vld;
input          lwt;
output         ready;
output         lcd_rs;
output         lcd_rw;
output         lcd_en;
output [7 : 0] lcd_data;
reg [1 : 0] cur_state;
reg [1 : 0] nxt_state;
reg [7 : 0] dat_reg;
reg         cmd_reg;
reg         enb_reg;
reg         lwt_reg;
reg [T_WIDTH - 1 : 0] cnt;
wire                  cnt_enb;
wire                  cnt_max_vld;
always @(posedge clk) begin
    if (rst) begin
        dat_reg <= 8'b0;
        cmd_reg <= 1'b0;
        lwt_reg <= 1'b0;
    end
    if (vld) begin
        dat_reg <= dat;
        cmd_reg <= ~cmd;
        lwt_reg <= lwt;
    end
end
assign lcd_rs   = cmd_reg;
assign lcd_data = dat_reg;
assign lcd_rw   = 1'b0;
assign lcd_en   = enb_reg;
assign ready    = cur_state == S_IDLE;
always @(posedge clk) begin
    if (rst) begin
        cur_state <= S_IDLE;
    end
    else begin
        cur_state <= nxt_state;
    end
end
always @(*) begin
    if (rst) begin
        nxt_state = S_IDLE;
    end
    else begin
        case (cur_state)
            S_IDLE: begin
                nxt_state = vld ? S_INST : S_IDLE;
            end
            S_INST: begin
                nxt_state = cnt_max_vld ? S_ENAB : S_INST;
            end
            S_ENAB: begin
                nxt_state = cnt_max_vld ? S_WAIT : S_ENAB;
            end
            S_WAIT: begin
                nxt_state = cnt_max_vld ? S_IDLE : S_WAIT;
            end
            default: begin
                nxt_state = S_IDLE;
            end
        endcase
    end
end
always @(posedge clk) begin
    if (rst) begin
        enb_reg <= 1'b0;
    end
    else begin
        enb_reg <= cur_state == S_ENAB;
    end
end
generate;
    if (SHORT_WAIT_ENABLE) begin
        assign cnt_max_vld = (cur_state == S_INST) ? cnt == T_AS_MAX :
                     (cur_state == S_ENAB) ? cnt == T_PW_MAX :
                     (cur_state == S_WAIT) ? lwt_reg ? cnt == T_LW_MAX : cnt == T_SW_MAX : 1'b0;
    end
    else begin
        assign cnt_max_vld = (cur_state == S_INST) ? cnt == T_AS_MAX :
                     (cur_state == S_ENAB) ? cnt == T_PW_MAX :
                     (cur_state == S_WAIT) ? cnt == T_LW_MAX : 1'b0;
    end
endgenerate
assign cnt_enb = cur_state != S_IDLE;
always @(posedge clk) begin
    if (rst) begin
        cnt <= {T_WIDTH{1'b0}};
    end
    else if (cnt_enb) begin
        cnt <= (cnt_max_vld) ? {T_WIDTH{1'b0}} : cnt + 1'b1;
    end
end
endmodule
`timescale 1ns / 1ps
module mfe_lcd1602_demo_0(
    clk,
    rst,
    lcd_rs,
    lcd_rw,
    lcd_en,
    lcd_data
    );
input           clk;
input           rst;
output          lcd_rs;
output          lcd_rw;
output          lcd_en;
output [7 : 0]  lcd_data;
reg  [7 : 0] cnt;
reg          vld;
reg  [9 : 0] lut;
wire         ready;
wire         cmd;
wire         lwt;
wire [7 : 0] dat;
always @(posedge clk) begin
    if (rst) begin
        cnt <= 0;
    end
    else if (cnt < 8'hff) begin
        if (ready & vld) cnt <= cnt + 1'b1;
    end
end
always @(posedge clk) begin
    if (rst) begin
        lut <= 10'b0;
    end
    else begin
        case (cnt)
            8'd0: lut <= 10'h138;
            8'd1: lut <= 10'h10C;
            8'd2: lut <= 10'h301;
            8'd3: lut <= 10'h106;
            8'd4: lut <= 10'h180;
            8'd5: lut <= 10'h020;    
            8'd6: lut <= 10'h057;
            8'd7: lut <= 10'h065;
            8'd8: lut <= 10'h06C;
            8'd9: lut <= 10'h063;
            8'd10: lut <= 10'h06F;
            8'd11: lut <= 10'h06D;
            8'd12: lut <= 10'h065;
            8'd13: lut <= 10'h020;
            8'd14: lut <= 10'h074;
            8'd15: lut <= 10'h06F;
            8'd16: lut <= 10'h020;
            8'd17: lut <= 10'h074;
            8'd18: lut <= 10'h068;
            8'd19: lut <= 10'h065;
            8'd20: lut <= 10'h020;
            8'd21: lut <= 10'h1C0;
            8'd22: lut <= 10'h044;    
            8'd23: lut <= 10'h069;    
            8'd24: lut <= 10'h067;    
            8'd25: lut <= 10'h069;    
            8'd26: lut <= 10'h06C;    
            8'd27: lut <= 10'h065;    
            8'd28: lut <= 10'h06E;    
            8'd29: lut <= 10'h074;    
            8'd30: lut <= 10'h020;    
            8'd31: lut <= 10'h041;    
            8'd32: lut <= 10'h072;    
            8'd33: lut <= 10'h074;    
            8'd34: lut <= 10'h079;    
            8'd35: lut <= 10'h0B0;    
            8'd36: lut <= 10'h05A;    
            8'd37: lut <= 10'h037;    
            default: lut <= 10'h120;
        endcase
    end
end
always @(posedge clk) begin
    if (rst) begin
        vld <= 1'b0;
    end
    else begin
        vld <= ready & (cnt < 8'd38);
    end
end
assign lwt = lut[9];
assign cmd = lut[8];
assign dat = lut[7:0];
mfe_lcd1602_controller #(
    .T_LW_MAX   (18'd200000)
    ) 
lcd_ctrl (
    .clk        (clk),
    .rst        (rst),
    .cmd        (cmd),
    .dat        (dat),
    .vld        (vld),
    .lwt        (lwt),
    .ready      (ready),
    .lcd_rs     (lcd_rs),
    .lcd_rw     (lcd_rw),
    .lcd_en     (lcd_en),
    .lcd_data   (lcd_data)
);
endmodule
--- run.sh ---
#!/bin/bash
# OpenROAD 26Q1-2900-gdf79404cd8, Yosys 0.63+post, stock flow scripts
make -C /OpenROAD-flow-scripts/flow DESIGN_CONFIG=/design/flow/config.mk WORK_HOME=/design/flow/orfs finish
==> summary.rpt <==
=== SYNTHESIS / PLACE & ROUTE SUMMARY ===
----------------------------------------------------
[Route]
  Number of antenna-violating nets in the routed design ........................ 0
  WL per Instance ........................ 13.1 um
  DRT met1 WL ........................ 3.27 mm
  Remaining routing DRC violations ........................ 0
  Total number of vias ........................ 2545
  Met3 layer wire length in the routed design ........................ 357 um
  Overall routed net length ........................ 6.49 mm
  Top layer used by detailed routing ........................ met4
  Length of routed met2 wiring ........................ 2.78 mm
  DRT iter0 DRCs ........................ 175
  Antenna diode instance count ........................ 0
  Initial DRT Pass Iterations ........................ 4
  Number of vias per cell ........................ 5.12

[Die]
  # IOs ........................ 13
  Die y size ........................ 107 um
  Row count ........................ 37
  Die span in x ........................ 107 um
  Chip Footprint ........................ 11400 sq um
  Core ar. ........................ 10500 sq um
  Starting utilization of the core area ........................ 31.4%

[Worst hold path]
  Worst Hold Class ........................ flip-flop to flip-flop

[Synth]
  Sequential cell area fraction in the yosys report ........................ 39.6%
  Dominant cell type by area after synthesis ........................ dfxtp_1
  Yosys stat chip area ........................ 3280 sq um
  Commonest cells in the synthesized netlist ........................ 50 x dfxtp_1, 32 x nor2_1, 19 x nand3_1, 18 x nand2_1, 17 x and2_1
  Top post-synthesis cells by area ........................ dfxtp_1 30%, edfxtp_1 9.1%, ha_1 4.2%
  # Cells Yosys ........................ 358
  Netlist area before placement ........................ 3280 sq um
  Warnings, synthesis ........................ 2
  Fraction of registers with async set/reset ........................ 0%
  Post-Syn Instances ........................ 358
  Flip-flop and latch count after synthesis ........................ 60
  Count of distinct cell types in the synthesized netlist ........................ 72
  Synth Flop Type ........................ dfxtp_1
  Post-synth EDFFs ........................ 10
  Most common cell in the netlist ........................ dfxtp_1
  Area share of the largest cell type after synthesis ........................ 30.5%
  Mean Syn Cell Area ........................ 9.17 sq um

[Clock tree]
  # Post-CTS Setup Buffers ........................ 0
  Clock input transition at the sequential cells of the worst setup and hold paths ........................ 0.07 ns
  CTS tree ........................ done
  Sinks on Clock Net ........................ 60
  CTS hold repair buffers ........................ 0
  Clock root buffer master ........................ clkbuf_8
  H-tree depth ........................ 3
  CTS buffer count ........................ 9
  Late-Pin Clk Latency ........................ 0.34 ns
  Resized cells post-CTS ........................ 0
  Maximum buffer depth of the clock tree ........................ 2

[Final timing]
  Achievable clock frequency ........................ 319 MHz
  Final hold viol count ........................ 0
  Transition time at the pin with the least slew margin ........................ 0.857 ns
  Accumulated negative setup slack ........................ 0 ns
  Final setup fails ........................ 0
  Final critical delay including setup and external delays ........................ 3.13 ns
  Final Skew ........................ 0.0145 ns
  Max-Slew Margin vs Limit ........................ 42.4%
  Final max-slew violation count ........................ 0
  Setup repair after global routing missed its margin ........................ false
  Final clock period utilization by the worst path ........................ 71.2%

[Placement]
  RePlAce Congestion ........................ 0.928
  Final HPWL from detailed placement ........................ 4.40 mm
  Count of buffers inserted at the top-level ports ........................ 11
  # placed instances ........................ 481

[Power and ir drop]
  Sequential share of power ........................ 48.3%
  Cell-internal power ........................ 955 uW
  Largest voltage drop on the vdd net ........................ 157 uV
  Power per Cell Area ........................ 345 nW/um^2
  Static power due to leakage ........................ 0.00129 uW
  Combinational group share of total power ........................ 9.1%
  Share of total power in the clock network ........................ 42.6%
  Switching part of the total power ........................ 23.4%
  Reported net switching power ........................ 291 uW

[Flow run]
  Number of max-cap violations ........................ 0
  Number of warnings the tools reported ........................ 33

[Critical path]
  Arrival time at the worst endpoint ........................ 3.37 ns
  Endpoint type of the worst setup path ........................ flip-flop
  Startpoint Class ........................ flip-flop
  RR Startpoint ........................ cnt[0]$_SDFFE_PP0P_
  Required time of the critical path ........................ 4.63 ns
  Worst setup path category ........................ flip-flop to flip-flop
  Maximum fanout count along the critical path ........................ 9
  Beginning of the critical path ........................ cnt[0]$_SDFFE_PP0P_

[Global route]
  Global-route wire length before repair ........................ 11.3 mm
  Vias in the first global route ........................ 2305
  Overflow left after global routing ........................ 0
  Antenna violations before repair ........................ 0
  Pin count of the biggest net entering global routing ........................ 22
  Total global-route track usage ........................ 12.3%

[Layout]
  Synthesis-to-finish area growth ........................ 9.98%
  Share of post-route cells with drive strength above 1 ........................ 10.8%
  Final cell count without fillers ........................ 497

[Status]
  Outcome ........................ complete, no violations

----------------------------------------------------
==> routing by layer <==
metal / up-vias / GRT usage (%)
met1: 1185 / 19.0
li1: 1286 / -
met3: 8 / 3.16
met2: 66 / 17.8
met4: 0 / 2.05
met5: - / 0
==> final timing paths <==
path | cells after the start | slack, ns | end
min | 1 | 0.42 | lut[2]$_SDFF_PP0_
min reg2reg | 1 | 0.42 | lut[2]$_SDFF_PP0_
max reg2reg | 10 | 1.27 | flip-flop
max | 10 | 1.27 | flip-flop
==> worst max-delay path: stages, from the launching register on <==
cell and delay [ns]:
dfxtp_1 0.38, ha_1 0.29, nand4_1 0.22, o2111ai_1 0.28
a21oi_1 0.64, inv_1 0.19, ha_1 0.37, o211ai_1 0.10
o311a_1 0.19, o31ai_1 0.06, o32ai_1 0.30
==> power by group through the flow <==
stage / clock network, uW / logic [uW] / registers, uW
final: 531 / 114 / 602
after global routing: 576 / 127 / 605
after CTS: 546 / 114 / 602
==> placed cells by master, fill, tap and decap left out, types with 10 or more instances in the layout <==
| cell type | instances |
|---|---|
| edfxtp_1 | 10 |
| nand3_1 | 19 |
| and2_1 | 17 |
| nand2_1 | 18 |
| nor3_1 | 13 |
| nand4_1 | 10 |
| clkdlybuf4s50_1 | 11 |
| inv_1 | 10 |
| a21oi_1 | 14 |
| nor2_1 | 32 |
| a31oi_1 | 10 |
| dfxtp_1 | 50 |
| ha_1 | 11 |
==> cells by family after synthesis <==
logic type / after synthesis / share of synthesized area [%]
mux: 9 / 3.05
compound gates: 69 / 15.8
flops: 60 / 39.6
simple gates: 151 / 25.8
buf+inv: 40 / 6.90
fa+ha+maj: 11 / 4.19
xor+xnor: 17 / 4.54
other cells: 1 / 0.114
==> through the flow <==
stage	setup slack, ns	instance area (sq um)	power, uW	hold WS, ns	utilization (%)
2_1_floorplan	1.72	3280	689	0.406	-
3_3_place_gp	1.16	3400	726	0.410	32.5
3_5_place_dp	1.07	3400	727	0.410	32.5
4_1_cts	1.31	3610	1260	0.424	34.5
5_1_grt	1.07	3610	1310	0.434	34.5
6_report	1.27	3610	1250	0.423	34.5
==> area by class of cell <==
type | count | area [sq um]
clock buffers | 11 | 131
repair buffers | 12 | 118
inverters | 15 | 58.8
flip-flops and latches | 60 | 1300
well taps | 136 | 170
multi-input cells | 258 | 1760
fillers | 1024 | 6850
clock inverters | 5 | 76.3
Power figures rest on the tool's default switching activity, not on a simulated workload.
