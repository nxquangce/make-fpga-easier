`flow/config.mk`:
```
export PLATFORM = sky130hd
export DESIGN_NAME = mfe_led7seg_74hc595_demo_1
export DESIGN_NICKNAME = mfe_led7seg_74hc595_demo_1
export VERILOG_FILES = /design/flow/design.v
export SDC_FILE = /design/flow/constraint.sdc
export NUM_CORES = 4
export LEC_CHECK = 1
export CORE_UTILIZATION = 50
```
`flow/run.sh`:
```
#!/bin/bash
# OpenROAD 26Q1-2900-gdf79404cd8, Yosys 0.63+post, stock flow scripts
make -C /OpenROAD-flow-scripts/flow DESIGN_CONFIG=/design/flow/config.mk WORK_HOME=/design/flow/orfs finish
```
`flow/constraint.sdc`:
```
current_design mfe_led7seg_74hc595_demo_1

set clk_period 5.0
set clk_io_pct 0.2

create_clock -name clk0 -period $clk_period [get_ports {clk}]

set non_clock_inputs [all_inputs -no_clocks]
set_input_delay [expr $clk_period * $clk_io_pct] -clock clk0 $non_clock_inputs
set_output_delay [expr $clk_period * $clk_io_pct] -clock clk0 [all_outputs]
```
`flow/design.v`:
```
`timescale 1ns / 1ps
module mfe_led7seg_74hc595_controller (
    clk,
    rst,
    dat,
    vld,
    rdy,
    sclk,
    rclk,
    dio
    );
function integer clogb2;
   input [31:0] value;
   integer 	i;
   begin
      clogb2 = 0;
      for(i = 0; 2**i < value; i = i + 1)
	clogb2 = i + 1;
   end
endfunction
parameter   DIG_NUM       = 8;                           
parameter   SEG_NUM       = 8;                           
localparam  DAT_WIDTH_RAW = DIG_NUM + SEG_NUM;
localparam  DAT_WIDTH     = 2**clogb2(DAT_WIDTH_RAW);    
parameter   DIV_WIDTH     = 8;                           
input                     clk;
input                     rst;
input [DAT_WIDTH - 1 : 0] dat;
input                     vld;
output                    rdy;
output                    sclk;
output                    rclk;
output                    dio;
reg [DAT_WIDTH - 1 : 0] dat_reg;
reg                     start;
reg [DIV_WIDTH - 1:0]   div_cnt=0;
reg                     sclk_reg=0;
wire                    sclk_enb;
localparam CNT_WIDTH = clogb2(DAT_WIDTH);
reg [CNT_WIDTH - 1 : 0] cnt;
reg                     rclk_enb;
wire                    stop;
assign stop = rclk & (div_cnt == 0);
localparam MISS_BIT = DAT_WIDTH - DAT_WIDTH_RAW;
always @(posedge clk) begin
    if (rst) begin
        dat_reg <= {DAT_WIDTH{1'b0}};
    end
    else if (vld) begin
        dat_reg <= {dat[DAT_WIDTH_RAW - 1 -: DAT_WIDTH>>1],
                    {MISS_BIT{1'b0}}, dat[0 +: ((DAT_WIDTH>>1) - MISS_BIT)]};
    end
    else if (sclk_enb) begin
        dat_reg <= dat_reg << 1;
    end
end
always @(posedge clk) begin
    if (rst) begin
        start <= 1'b0;
    end
    else if (vld) begin
        start <= 1'b1;
    end
    else if (stop) begin
        start <= 1'b0;
    end
end
assign rdy = ~start;
assign dio = dat_reg[DAT_WIDTH - 1];
always @(posedge clk) begin
    div_cnt <= div_cnt + 1'b1;
end
assign sclk_enb = (div_cnt == 'd1) & sclk_reg;
always @(posedge clk) begin
    if (start) begin
        if (div_cnt == 0) sclk_reg <= ~sclk_reg;
    end
end
assign sclk = sclk_reg & start;
always @(posedge clk) begin
    if (rst) begin
        cnt <= {CNT_WIDTH{1'b0}};
    end
    else if (start & sclk_enb) begin
        cnt <= cnt + 1'b1;
    end
end
always @(posedge clk) begin
    if (rst) begin
        rclk_enb <= 1'b0;
    end
    if (vld) begin
        rclk_enb <= 1'b0;
    end
    else if (sclk_enb) begin
        rclk_enb <= 1'b1;
    end
end
assign rclk = (cnt == 'd0) & ~sclk & rclk_enb;
endmodule
`timescale 1ns / 1ps
module mfe_led7seg_74hc595_controller_wrapper (
    clk,
    rst,
    dat,
    vld,
    sclk,
    rclk,
    dio
    );
parameter   DIG_NUM       = 8;                       
parameter   SEG_NUM       = 8;                       
localparam  CHA_WIDTH     = DIG_NUM + SEG_NUM;       
localparam  DAT_WIDTH     = SEG_NUM * DIG_NUM;       
parameter   DIV_WIDTH     = 8;                       
function integer clogb2;
   input [31:0] value;
   integer 	i;
   begin
      clogb2 = 0;
      for(i = 0; 2**i < value; i = i + 1)
	clogb2 = i + 1;
   end
endfunction
input                     clk;
input                     rst;
input [DAT_WIDTH - 1 : 0] dat;
input                     vld;
output                    sclk;
output                    rclk;
output                    dio;
reg  [DAT_WIDTH - 1 : 0] dat_reg;
wire [CHA_WIDTH - 1 : 0] char_pos [DIG_NUM - 1 : 0];
always @(posedge clk) begin
    if (rst) begin
        dat_reg <= {DAT_WIDTH{1'b0}};
    end
    else if (vld) begin
        dat_reg <= dat;
    end
end
genvar i;
generate
    for (i = 0; i < DIG_NUM; i = i + 1) begin
        assign char_pos[i] = dat_reg[SEG_NUM * (i + 1) - 1 : SEG_NUM * i];
    end
endgenerate
localparam CNT_WIDTH = clogb2(DIG_NUM);
reg [CHA_WIDTH - 1 : 0] char;
reg [CNT_WIDTH - 1 : 0] cnt;
reg [  DIG_NUM - 1 : 0] pos;
wire                    char_vld;
wire                    ready;
assign char_vld = ready;
always @(posedge clk) begin
    if (rst) cnt <= 0;
    else if (char_vld) begin
        cnt <= cnt + 1'b1; 
    end
end
always @(posedge clk) begin
    if (rst) begin
        pos  <= {{{DIG_NUM - 1}{1'b0}}, 1'b1};
    end
    else if (char_vld) begin
        pos  <= {pos[DIG_NUM - 2 : 0], pos[DIG_NUM - 1]};
    end
end
always @(posedge clk) begin
    if (rst) begin
        char <= {CHA_WIDTH{1'b0}};
    end
    else begin
        char <= {char_pos[cnt], pos};
    end
end
mfe_led7seg_74hc595_controller
    #(
    .DIG_NUM    (DIG_NUM),
    .SEG_NUM    (SEG_NUM),
    .DIV_WIDTH  (DIV_WIDTH)
    )
led7seg_74hc595_ctrl
    (
    .clk        (clk),
    .rst        (rst),
    .dat        (char),
    .vld        (char_vld),
    .rdy        (ready),
    .sclk       (sclk),
    .rclk       (rclk),
    .dio        (dio)
    );
endmodule
`timescale 1ns / 1ps
module mfe_led7seg_74hc595_demo_1(
    clk,
    rst,
    btn,
    sclk,
    rclk,
    dio
    );
parameter   DIG_NUM       = 8;
parameter   SEG_NUM       = 8;
localparam  CHA_WIDTH     = DIG_NUM + SEG_NUM;
localparam  DAT_WIDTH     = SEG_NUM * DIG_NUM;
parameter   DIV_WIDTH     = 8;
parameter NUM_0 = 8'hC0, NUM_1 = 8'hF9, NUM_2 = 8'hA4, NUM_3 = 8'hB0, NUM_4 = 8'h99,
          NUM_5 = 8'h92, NUM_6 = 8'h82, NUM_7 = 8'hF8, NUM_8 = 8'h80, NUM_9 = 8'h90,
          NUM_A = 8'h8C, NUM_b = 8'hBF, NUM_C = 8'hC6, NUM_d = 8'hA1, NUM_E = 8'h86,
          NUM_F = 8'hFF, NUM_LINE = 8'hbf;
input  clk;
input  rst;
input  btn;
output sclk;
output rclk;
output dio;
reg [DAT_WIDTH - 1 : 0] data;
reg                     rst_vld;
reg                     btn_vld_p;
reg                     btn_vld_n;
reg               [2:0] ff_rst;
reg               [2:0] ff_btn;
wire                    vld;
always @(posedge clk) begin
    if (rst) begin
        data <= {NUM_7, NUM_6, NUM_5, NUM_4, NUM_3, NUM_2, NUM_1, NUM_0};
    end
    else if (btn_vld_p) begin
        data <= {data[DAT_WIDTH - SEG_NUM - 1 : 0], data[DAT_WIDTH - 1 : DAT_WIDTH - SEG_NUM]};
    end
end
always @(posedge clk) begin
    ff_rst[0]   <= rst;
    ff_rst[2:1] <= ff_rst[1:0];
    ff_btn[0]   <= btn;
    ff_btn[2:1] <= ff_btn[1:0];
    rst_vld     <= ff_rst[2] & ~ff_rst[1];
    btn_vld_n   <= ff_btn[2] & ~ff_btn[1];
    btn_vld_p   <= ~ff_btn[2] & ff_btn[1];
end
assign vld = rst_vld | btn_vld_n;
mfe_led7seg_74hc595_controller_wrapper
    #(
    .DIG_NUM    (DIG_NUM),
    .SEG_NUM    (SEG_NUM),
    .DIV_WIDTH  (DIV_WIDTH)
    )
led7seg_ctrl_wrapper(
    .clk        (clk),
    .rst        (rst),
    .dat        (data),
    .vld        (vld),
    .sclk       (sclk),
    .rclk       (rclk),
    .dio        (dio)
    );
endmodule
```
==> results.sh <==
# physical design summary
export IMPL_final_layout_size_suffix_gt1_share_pct=8.135
export IMPL_tns_ns=0
export IMPL_postRouteAntennaNets=0
export IMPL_yosysUniqueCellTypes=44
export IMPL_nFillCells=1233
export IMPL_powerDensity_nw_per_um2=395.5
export IMPL_worstSetupStartpointType="flop"
export IMPL_die_h_um=124.8
export IMPL_final_min_clock_period_ns=2.830
export IMPL_yosys_area_um2=7537
export IMPL_cp_cell_sequence="nand2_1 -> inv_1 -> nor2_1 -> clkdlybuf4s50_1"
export IMPL_yosysCellCount=819
export IMPL_grt_pass1_vias=5146
export IMPL_num_io_pins=6
export IMPL_clkPwrFrac_pct=42.4
export IMPL_area_growth_pct=9.412
export IMPL_routed_via_count=5361
export IMPL_edf_count=1
export IMPL_fin_skew_ns=0.009283
export IMPL_drc=0
export IMPL_track_usage_pct=19.66
export IMPL_flop_cell="dfxtp_1"
export IMPL_path_clk_slew_ns=0.06
export IMPL_topCellsByArea="dfxtp_1 (52%), nand2_1 (7.7%), mux2i_1 (5.8%), a21oi_1 (4.5%), nor2b_1 (3.5%)"
export IMPL_slew_violations=0
export IMPL_fa_ha_area_share_pct=1.826
export IMPL_lay_top_cells="dfxtp_1 (193), nand2_1 (154), a21oi_1 (68)"
export IMPL_clockBufferDepth=2
export IMPL_crit_required_ns=4.00
export IMPL_htreeDepth=4
export IMPL_synthArstFlopShare_pct=0
export IMPL_run_status="complete, no violations"
export IMPL_avgViaCountPerCell=5.454
export IMPL_ys_flops=195
export IMPL_max_cap_violations=0
export IMPL_top_area_cell="dfxtp_1"
export IMPL_postPlaceCellArea_um2=7636
export IMPL_overflow=0
export IMPL_fin_area_um2=8247
export IMPL_place_hpwl_mm=8.441
export IMPL_switching_share_pct=22.63
export IMPL_fmax_mhz=353.3
export IMPL_firstDrtPassIters=4
export IMPL_numClockSinks=195
export IMPL_rsz0062_at_grt="no"
export IMPL_pwr_share_seq_pct=51.3
export IMPL_drt_iter0_drc=332
export IMPL_cts_setup_buffers=0
export IMPL_power_frac_comb_pct=6.3
export IMPL_die_area_um2=15570
export IMPL_core_um2=14640
export IMPL_leakagePower_nw=3.226
export IMPL_grt_max_degree=72
export IMPL_warnings=32
export IMPL_ys_sh_simple_pct=20.70
export IMPL_cts_tree="yes"
export IMPL_avgRoutedWirePerCell_um=14.24
export IMPL_crit_fanout=6
export IMPL_yosysSeqAreaShare_pct=51.93
export IMPL_gp_congestion=0.7627
export IMPL_fp_utilization_pct=51.47
export IMPL_mux_share_pct=8.234
export IMPL_numPortBuffers=5
export IMPL_path_buffers=2
export IMPL_grt_pass1_wl_mm=24.54
export IMPL_path_class="flop to output pin"
export IMPL_drt_wl_total_mm=14.00
export IMPL_cts_hold_buf=0
export IMPL_clk_latency_ns=0.42
export IMPL_yosysTopAreaCellShare_pct=51.53
export IMPL_logic_family="simple AND/OR/NAND/NOR gates"
export IMPL_antenna_found_initial=0
export IMPL_fin_crit_sh_pct=56.61
export IMPL_p_int_mw=2.524
export IMPL_ys_warn_count=3
export IMPL_fp_dieW_um=124.8
export IMPL_utilization_pct=56.31
export IMPL_n_antenna_cell=0
export IMPL_numCtsBuffers=17
export IMPL_switchingPower_mw=0.7379
export IMPL_aoi_share_pct=12.38
export IMPL_min_path_type="flop to flop"
export IMPL_critPathCaptureType="output pin"
export IMPL_cp_slowest_stage_delay_ns=0.51
export IMPL_crit_family="buffers and inverters"
export IMPL_tightest_slew_ns=0.7913
export IMPL_syn_inst=819
export IMPL_slew_headroom_pct=47.25
export IMPL_cts_repair_resized=0
export IMPL_synthesis_area_um2=7537
export IMPL_rows=44
export IMPL_setup_viol=0
export IMPL_crit_arrival_ns=1.83
export IMPL_synth_xor_area_share_pct=0.8134
export IMPL_layout_top_cell="dfxtp_1"
export IMPL_finalHoldViolCount=0
export IMPL_cts_root_buf="clkbuf_16"
export IMPL_crit_slowest_cell="clkdlybuf4s50_1"
export IMPL_worst_ir_drop_vdd_v=0.0002607
export IMPL_synth_avg_cell_area_um2=9.203
-- cells by family after synthesis --
| kind of cell | after synthesis |
|---|---|
| xor+xnor | 7 |
| mux | 60 |
| flops | 195 |
| simple gates | 328 |
| fa+ha+maj | 11 |
| buf+inv | 76 |
| compound gates | 142 |
-- synthesized netlist by cell type, types with 2 or more instances --
cell type    n
dfxtp_1    194
nand2_1    154
a21oi_1     68
clkbuf_1    54
nor2_1      53
mux2i_1     44
nor2b_1     42
a211o_1     29
nand4_1     20
nand3_1     18
and3b_1     16
mux2_2      16
o21ai_0     15
ha_1        11
inv_1        9
nor3_1       9
a221oi_1     8
buf_2        8
a22o_1       7
a311oi_1     7
xnor2_1      4
buf_1        3
xor2_1       3
and2_1       2
and3_1       2
buf_6        2
nand4bb_1    2
o31ai_1      2
or4_1        2
-- worst register-to-register path, stage by stage, from the launching register on --
cell	delay, ns
dfxtp_1	0.45
buf_4	0.27
ha_1	0.36
or4_1	0.72
or2_0	0.46
a311oi_1	0.33
-- stage by stage --
stage / hold slack, ns / power, mW / setup slack (ns) / std cells
3_5_place_dp: 0.3121 / 1.915 / 2.324 / 951
5_1_grt: 0.3376 / 3.399 / 2.074 / 983
2_1_floorplan: 0.3096 / 1.868 / 2.564 / 819
3_3_place_gp: 0.3108 / 1.908 / 2.368 / 951
4_1_cts: 0.3280 / 3.293 / 2.182 / 983
6_report: 0.3269 / 3.261 / 2.170 / 983
-- routing by layer --
layer	GRT usage [%]	part of all wire [%]	up-vias	routed length (um)
li1	-	-	2743	-
met4	2.179	0.98	0	137
met3	4.116	3.4	9	470
met2	30.87	45	72	6302
met5	0	0	-	0
met1	30.09	51	2537	7087
-- path summary, 6_finish.rpt --
path	startpoint	to	slack [ns]	depth (start not counted)
worst max register to register	led7seg_ctrl_wrapper.cnt[2]	led7seg_ctrl_wrapper.char[13]	2.32	5
worst min-delay path	ff_btn[0]	ff_btn[1]	0.33	0
worst max-delay path	led7seg_ctrl_wrapper.led7seg_74hc595_ctrl.sclk_reg	rclk	2.17	4
worst min register to register	ff_btn[0]	ff_btn[1]	0.33	0
-- power by group through the flow --
stage,Sequential (mW),Clock [mW],Combinational (mW)
final,1.67,1.38,0.207
after global routing,1.68,1.48,0.236
after CTS,1.67,1.41,0.209
-- layout make-up --
type	instances	area, um^2	share of cell area [%]
multi-input combinational	548	3332	40.40
tap	184	230.2	2.792
timing repair buffer	15	122.6	1.487
sequential	195	3918	47.50
clock buffer	20	456.7	5.538
inverter	9	33.78	0.4096
clock inverter	12	153.9	1.866
Power figures rest on the tool's default switching activity, not on a simulated workload.
